<file path="./run.sh">
#!/bin/bash
# OpenROAD 26Q1-2900-gdf79404cd8, Yosys 0.63+post, stock flow scripts
make -C /OpenROAD-flow-scripts/flow DESIGN_CONFIG=/design/flow/config.mk WORK_HOME=/design/flow/orfs finish
</file>
<file path="./config.mk">
export PLATFORM = sky130hd
export DESIGN_NAME = equalizer
export DESIGN_NICKNAME = equalizer
export VERILOG_FILES = /design/flow/design.v
export SDC_FILE = /design/flow/constraint.sdc
export NUM_CORES = 4
export LEC_CHECK = 1
export CORE_UTILIZATION = 50
</file>
<file path="./constraint.sdc">
current_design equalizer

set clk_period 11.1
set clk_io_pct 0.2

create_clock -name clk0 -period $clk_period [get_ports {clk}]

set non_clock_inputs [all_inputs -no_clocks]
set_input_delay [expr $clk_period * $clk_io_pct] -clock clk0 $non_clock_inputs
set_output_delay [expr $clk_period * $clk_io_pct] -clock clk0 [all_outputs]
</file>
<file path="./design.v">
module equalizer #(parameter NOOFBITS = 32,parameter K1=1,parameter K2=1,parameter K3=1, parameter K4=1)(
    input [NOOFBITS-1:0] ip_sig, 
    output reg [NOOFBITS-1:0] op_sig,
    input clk,
    input rst
);
reg [NOOFBITS-1:0] prev_ip;
reg [NOOFBITS-1:0] prev_op;
reg [NOOFBITS-1:0] prev_op_bytwoclkcycles;
always @(posedge clk) begin
    if (!rst) begin
        prev_ip<=ip_sig;
        prev_op<=op_sig;
        prev_op_bytwoclkcycles<=prev_op;
        op_sig<=(K1*ip_sig) - (K2*prev_ip) + (K3*prev_op)-(K4*prev_op_bytwoclkcycles);
    end
    else begin
    op_sig<=32'b0;
    prev_ip<=32'b0;
    prev_op<=32'b0;
    prev_op_bytwoclkcycles<=32'b0;
    end
end
endmodule
</file>
==> flow_metrics.py <==
# Auto-generated metrics
metrics = {
    "yosys": {
        "yosys-top-cells-count": "130 x sky130_fd_sc_hd__inv_1, 128 x sky130_fd_sc_hd__dfxtp_1, 96 x sky130_fd_sc_hd__nor2_1, 62 x sky130_fd_sc_hd__fa_1, 44 x sky130_fd_sc_hd__nor2b_1",
        "netlist_area_um2": 6640,
        "synth_cell_type_count": 49,
        "ys_async_sr_fraction_pct": 0,
        "ys_area_um2": 6640,
        "synth.top_cell.area_share_pct": 38.6,
        "synth-edff-count": 0,
        "yosys-top-cells-area": "sky130_fd_sc_hd__dfxtp_1 39%, sky130_fd_sc_hd__fa_1 19%, sky130_fd_sc_hd__inv_1 7.4%",
        "yosys-stat-cells": 692,
        "cell_taking_the_most_area_after_synthesis": "sky130_fd_sc_hd__dfxtp_1",
        "yosysSeqAreaShare_pct": 38.6,
        "ys_warn_count": 1,
        "yosysMostFrequentCell": "sky130_fd_sc_hd__inv_1",
        "synth_top_flop_cell": "sky130_fd_sc_hd__dfxtp_1",
        "syn-mean-instance-area_um2": 9.59,
        "synth-seq-cells": 128,
        "synthCells": 692,
    },
    "routing": {
        "detailedRoute.firstIterationViolations": 250,
        "routed_via_density": 4.83,
        "route.antenna.diode_count": 0,
        "antenna_left": 0,
        "vias": 4531,
        "detail_route.wirelength_mm": 11.8,
        "route.detailed.drc": 0,
        "drtPass1Iterations": 4,
        "route.detailed.wl_per_inst_um": 12.5,
    },
    "die": {
        "fp.dieH_um": 117,
        "num_io_pins": 66,
        "core-area_um2": 12800,
        "die_w_um": 117,
        "initCoreUtil_pct": 52.0,
        "std_cell_rows": 41,
        "die_area_um2": 13700,
    },
    "clock_network": {
        "clkSlewWorstSetupHoldPaths_ns": 0.05,
        "htree_levels": 4,
        "clk_path_buf_depth": 2,
        "number_of_buffers_inserted_for_hold_repair_after_clock_tree_synthesis": 0,
        "cts_num_sinks": 128,
        "clockRootBuffer": "sky130_fd_sc_hd__clkbuf_16",
        "ctsResizeCount": 0,
        "cts_tree": "built",
        "clock.latency.late_pin_ns": 0.41,
        "cts-buffers-inserted": 17,
        "cts_setup_buffers": 0,
    },
    "timing": {
        "fmax_mhz": 172,
        "tns_ns": 0,
        "grt_setup_unrepaired": "false",
        "finalClockPeriodUsage_pct": 52.5,
        "timing.slew.headroom_pct": 52.7,
        "maximum_clock_skew_at_final_layout_ns": 0.00746,
        "finalCriticalPeriod_ns": 5.82,
        "final_hold_viol_count": 0,
        "slew_viol_final": 0,
        "final-setup-viol-count": 0,
        "tightestPinTransition_ns": 0.710,
    },
    "setup_path": {
        "critical_path_peak_fanout": 5,
        "worstSetupPathType": "in2reg",
        "crit_path_start_kind": "primary input",
        "slowest_cell_on_the_critical_path": "sky130_fd_sc_hd__fa_1",
        "regToRegStartpoint": "prev_ip[0]$_SDFF_PP0_",
        "worst_setup_path_end_kind": "register",
        "timing.critical_path.cells": "clkdlybuf4s50_1, fa_1, inv_1, fa_1, inv_1, ha_1, inv_1, fa_1, nor2b_1, o2111ai_1, a21bo_2, a2111oi_4, o21bai_1, a31o_1, xor2_1, nor2_1",
        "crit_path_start": "ip_sig[0]",
        "worst-endpoint-arrival_ns": 6.10,
        "delay_of_the_slowest_critical_path_stage_ns": 0.55,
        "required_ns": 11.37,
    },
    "power_and_ir_drop": {
        "clockPowerShare_pct": 24.1,
        "total_leakage_power_nw": 3.71,
        "switching_share_pct": 36.9,
        "powerDensity_nw_per_um2": 291,
        "power.share.combinational_pct": 50.2,
        "cellInternalPower_w": 0.00147,
        "design_power_total_w": 0.00234,
        "worst_ir_drop_vdd_mv": 0.180,
        "sequentialPowerShare_pct": 25.7,
        "total_switching_power_w": 0.000863,
    },
    "global_route": {
        "grt_max_degree": 71,
        "first_global_vias": 4498,
        "grt_antenna_before_repair": 0,
        "wire_length_of_the_first_global_routing_pass_mm": 20.3,
        "gr-usage-all-layers_pct": 19.6,
        "globalRoute.totalOverflow": 0,
    },
    "placement": {
        "gpl.final_weighted_congestion": 0.926,
        "port_buffers": 65,
        "dp_hpwl_mm": 8.46,
        "dpl_cell_area_um2": 7420,
    },
    "flow_run": {
        "tool_warnings": 25,
        "max_cap_viol_count": 0,
    },
    "outcome": {
        "outcome": "finished clean",
    },
    "hold_path": {
        "hold_path_startpoint": "op_sig[14]$_SDFF_PP0_",
        "min_path_type": "reg2reg",
    },
    "layout": {
        "syn2layout_area_growth_pct": 20.9,
        "drive_gt1_share_pct": 5.22,
        "finish.instance_area_um2": 8030,
    },
}
-- through the flow --
stage                     hold WS, ns  cells  util [%]  setup WS [ns]
final                           0.461    939      62.9           5.28
after CTS                       0.464    939      62.9           5.30
after detailed placement        0.453    908      58.1           4.92
after global placement          0.451    908      58.1           4.99
after global routing            0.471    939      62.9           5.11
after floorplan                 0.414    692         -           5.70
-- worst max-delay path: cells and delay by family --
kind	cells	cell delay [ns]
buf+inv	4	0.62
compound gates	5	1.35
simple gates	2	0.26
xor+xnor	1	0.13
fa+ha+maj	4	1.52
-- layout by cell type (no fill, tap or decap), drive strengths merged, types with 6 or more instances in the layout --
master	n
inv	130
dfxtp	128
nor2	96
clkdlybuf4s50	64
fa	62
nor2b	44
ha	32
a21oi	24
clkbuf	21
nand2	20
a21o	20
xnor2	18
o21ai	16
xor2	10
a31oi	9
nor3	6
o21bai	6
clkinv	6
-- power groups by stage --
stage / Combinational, W / Sequential (W) / Clock, W
4_1_cts: 0.00118 / 0.000602 / 0.000576
5_1_grt: 0.00134 / 0.000611 / 0.000601
6_report: 0.00117 / 0.000600 / 0.000564
-- worst paths after layout --
path,slack (ns),cells past startpoint,end
worst min-delay path,0.46,1,prev_op[14]$_SDFF_PP0_
worst max register to register,7.23,16,op_sig[26]$_SDFF_PP0_
worst min register to register,0.46,1,prev_op[14]$_SDFF_PP0_
worst max-delay path,5.28,16,op_sig[26]$_SDFF_PP0_
-- logic make-up (layout without fill, tap and decap cells) --
| family | Yosys count | after routing | synth area share (%) |
|---|---|---|---|
| AND-OR/OR-AND | 104 | 104 | 11.1 |
| XOR/XNOR | 28 | 28 | 3.69 |
| adder cells (fa/ha/maj) | 94 | 94 | 24.7 |
| buffers and inverters | 152 | 227 | 8.65 |
| flip-flops | 128 | 128 | 38.6 |
| multiplexers | 2 | 2 | 0.339 |
| AND/OR/NAND/NOR | 184 | 184 | 12.9 |
-- area by class of cell --
type,instances,area [µm²]
inverters,130,488
well taps,172,215
clock inverters,10,135
clock buffers,21,470
multi-input cells,412,3500
flip-flops and latches,128,2560
repair buffers,66,656
fillers,1040,4740
-- layer usage --
metal / track usage, % / share of wire (%) / vias to the layer above
li1: - / - / 2281
met1: 30.9 / 50 / 2144
met2: 30.0 / 44 / 94
met3: 4.25 / 4.5 / 12
met4: 2.70 / 1.5 / 0
met5: 0 / 0 / -
-- sequential cells by signal, summed over array words and instances (netlist names) --
register	cells
op_sig	32
prev_ip	32
prev_op	32
prev_op_bytwoclkcycles	32
Power is estimated from default activity; no workload was simulated.
