**flow/config.mk**
```make
export PLATFORM = sky130hd
export DESIGN_NAME = top_module
export DESIGN_NICKNAME = top_module
export VERILOG_FILES = /design/flow/design.v
export SDC_FILE = /design/flow/constraint.sdc
export NUM_CORES = 4
export LEC_CHECK = 1
export CORE_UTILIZATION = 50
```
**flow/constraint.sdc**
```tcl
current_design top_module

set clk_period 3.2
set clk_io_pct 0.2

create_clock -name clk0 -period $clk_period [get_ports {BitCLK}]
create_clock -name clk1 -period $clk_period [get_ports {BitCLK_10}]

set non_clock_inputs [all_inputs -no_clocks]
set_input_delay [expr $clk_period * $clk_io_pct] -clock clk0 $non_clock_inputs
set_output_delay [expr $clk_period * $clk_io_pct] -clock clk0 [all_outputs]
```
**flow/design.v**
```verilog
module SIPO(
    input BitCLK,
    input Reset,
    output reg [9:0] RxParallel_10,
    input Serial
);
    reg [9:0] shift_reg;  
    reg [3:0] count;  
    wire comma;
    assign comma = (shift_reg == 124) || (shift_reg == 380) || (shift_reg == 387) || (shift_reg == 636) || (shift_reg == 643) || (shift_reg == 899);
    always @(posedge BitCLK or negedge Reset) begin
        if (!Reset) begin
            shift_reg <= 10'b0;  
        end else begin
            shift_reg <= {Serial, shift_reg[9:1]};
        end
    end
    always @(posedge BitCLK, negedge Reset) begin
        if (!Reset) begin
            count <= 0;  
        end else begin
            if (comma) begin
                count <= 4'b0001;                
            end else if (count == 4'b1001) begin
                count <= 4'b0000;  
            end else begin
                count <= count + 1;  
            end
        end
    end
    always @(posedge BitCLK, negedge Reset) begin
        if (!Reset) begin
            RxParallel_10 <= 0;
        end else begin
            if (count == 0) begin
                RxParallel_10 <= shift_reg;
            end
        end
    end
endmodule
module decoder (
    input BitCLK_10,
    input Reset,
    input [9:0] RxParallel_10,
    output reg RxDataK,
    output reg Disparity_Error,
    output reg Decode_Error,
    output reg [7:0] RxParallel_8
);
reg RxDataK_5, RxDataK_3;
reg decode_error_comb;
reg signed [9:0] disparity;
reg [4:0] RxParallel_5;
reg [2:0] RxParallel_3;
reg [3:0] ones, zeros;
always @(posedge BitCLK_10 or negedge Reset) begin
    if (!Reset) begin
        RxParallel_8 <= 0;
        RxDataK <= 0;
        Decode_Error <= 0;
    end else begin
        RxParallel_8 <= {RxParallel_3, RxParallel_5};
        RxDataK <= RxDataK_3 || RxDataK_5;
        Decode_Error <= decode_error_comb;
    end
end
always @(posedge BitCLK_10 or negedge Reset) begin
    if (!Reset) begin
        Disparity_Error <= 0;
        disparity <= -1;
        ones <= 0;
        zeros <= 0;
    end else begin
        ones = RxParallel_10[0] + RxParallel_10[1] + RxParallel_10[2] + RxParallel_10[3] + RxParallel_10[4]
             + RxParallel_10[5] + RxParallel_10[6] + RxParallel_10[7] + RxParallel_10[8] + RxParallel_10[9];
        zeros = 10 - ones;
        disparity = disparity + (ones - zeros); 
        if (disparity == -1 || disparity == 0 || disparity == 1) begin
            Disparity_Error <= 0;
        end else
            Disparity_Error <= 1;
    end
end
always @(*) begin
    RxDataK_5 = 0;
    RxParallel_5 = 0;
    RxDataK_3 = 0;
    RxParallel_3 = 0;
    decode_error_comb = 0;
    case (RxParallel_10[5:0])
        6'h03: begin
            RxDataK_5 = 1;
            RxParallel_5 = 5'h1C;
        end
        6'h05: RxParallel_5 = 5'h0F;
        6'h06: RxParallel_5 = 5'h00;
        6'h07: RxParallel_5 = 5'h07;
        6'h09: RxParallel_5 = 5'h10;
        6'h0A: RxParallel_5 = 5'h1F;
        6'h0B: RxParallel_5 = 5'h0B;
        6'h0C: RxParallel_5 = 5'h18;
        6'h0D: RxParallel_5 = 5'h0D;
        6'h0E: RxParallel_5 = 5'h0E;
        6'h11: RxParallel_5 = 5'h01;
        6'h12: RxParallel_5 = 5'h02;
        6'h13: RxParallel_5 = 5'h13;
        6'h14: RxParallel_5 = 5'h04;
        6'h15: RxParallel_5 = 5'h15;
        6'h16: RxParallel_5 = 5'h16;
        6'h17: RxParallel_5 = 5'h17;
        6'h18: RxParallel_5 = 5'h08;
        6'h19: RxParallel_5 = 5'h19;
        6'h1A: RxParallel_5 = 5'h1A;
        6'h1B: RxParallel_5 = 5'h1B;
        6'h1C: RxParallel_5 = 5'h1C;
        6'h1D: RxParallel_5 = 5'h1D;
        6'h1E: RxParallel_5 = 5'h1E;
        6'h21: RxParallel_5 = 5'h1E;
        6'h22: RxParallel_5 = 5'h1D;
        6'h23: RxParallel_5 = 5'h03;
        6'h24: RxParallel_5 = 5'h1B;
        6'h25: RxParallel_5 = 5'h05;
        6'h26: RxParallel_5 = 5'h06;
        6'h27: RxParallel_5 = 5'h08;
        6'h28: RxParallel_5 = 5'h17;
        6'h29: RxParallel_5 = 5'h09;
        6'h2A: RxParallel_5 = 5'h0A;
        6'h2B: RxParallel_5 = 5'h04;
        6'h2C: RxParallel_5 = 5'h0C;
        6'h2D: RxParallel_5 = 5'h02;
        6'h2E: RxParallel_5 = 5'h01;
        6'h31: RxParallel_5 = 5'h11;
        6'h32: RxParallel_5 = 5'h12;
        6'h33: RxParallel_5 = 5'h18;
        6'h34: RxParallel_5 = 5'h14;
        6'h35: RxParallel_5 = 5'h1F;
        6'h36: RxParallel_5 = 5'h10;
        6'h38: RxParallel_5 = 5'h07;
        6'h39: RxParallel_5 = 5'h00;
        6'h3A: RxParallel_5 = 5'h0F;
        6'h3C: begin
            RxDataK_5 = 1;
            RxParallel_5 = 5'h1C;
        end
        default: begin 
            RxParallel_5 = 0;
            decode_error_comb = 1;
        end
    endcase
    if (RxDataK_5) begin        
        case (RxParallel_10[9:6])
            4'h1: RxParallel_3 = 3'h7;
            4'h2: RxParallel_3 = 3'h0;
            4'h3: RxParallel_3 = 3'h3;
            4'h4: RxParallel_3 = 3'h4;
            4'h5: begin
                if (RxParallel_10[5:0] == 6'h03) begin
                    RxParallel_3 = 3'h2;
                end else begin
                    RxParallel_3 = 3'h5;
                end
            end
            4'h6: begin
                if (RxParallel_10[5:0] == 6'h03) begin
                    RxParallel_3 = 3'h1;
                end else begin
                    RxParallel_3 = 3'h6;
                end
            end
            4'h9: begin
                if (RxParallel_10[5:0] == 6'h03) begin
                    RxParallel_3 = 3'h6;
                end else begin
                    RxParallel_3 = 3'h1;
                end
            end
            4'hA: begin
                if (RxParallel_10[5:0] == 6'h03) begin
                    RxParallel_3 = 3'h5;
                end else begin
                    RxParallel_3 = 3'h2;
                end
            end
            4'hB: RxParallel_3 = 3'h4;
            4'hC: RxParallel_3 = 3'h3;
            4'hD: RxParallel_3 = 3'h0;
            4'hE: RxParallel_3 = 3'h7;
            default: begin
                RxParallel_3 = 0;
                decode_error_comb = 1; 
            end
        endcase
    end else begin
        case (RxParallel_10[9:6])
            4'h1: begin
                if (RxParallel_5 == 23 || RxParallel_5 == 27 || RxParallel_5 == 29 || RxParallel_5 == 30) begin
                    RxDataK_3 = 1;
                end
                RxParallel_3 = 3'h7;
            end
            4'h2: RxParallel_3 = 3'h0;
            4'h3: RxParallel_3 = 3'h3;
            4'h4: RxParallel_3 = 3'h4;
            4'h5: RxParallel_3 = 3'h5;
            4'h6: RxParallel_3 = 3'h6;
            4'h7: RxParallel_3 = 3'h7;
            4'h8: RxParallel_3 = 3'h7;
            4'h9: RxParallel_3 = 3'h1;
            4'hA: RxParallel_3 = 3'h2;
            4'hB: RxParallel_3 = 3'h4;
            4'hC: RxParallel_3 = 3'h3;
            4'hD: RxParallel_3 = 3'h0;
            4'hE: begin
                if (RxParallel_5 == 23 || RxParallel_5 == 27 || RxParallel_5 == 29 || RxParallel_5 == 30) begin
                    RxDataK_3 = 1;
                end
                RxParallel_3 = 3'h7;
            end
            default: begin
                RxParallel_3 = 0;
                decode_error_comb = 1;
            end
        endcase
    end
end
endmodule
module top_module (
    input BitCLK,
    input BitCLK_10,
    input Reset,
    input TxDataK,
    input [7:0] TxParallel_8,
    output RxDataK,
    output Disparity_Error,
    output Decode_Error,
    output [7:0] RxParallel_8
);
    wire [9:0] TxParallel_10, RxParallel_10;
    wire Serial;
    encoder encoder(.BitCLK_10(BitCLK_10), .Reset(Reset), .TxParallel_8(TxParallel_8), .TxDataK(TxDataK), .TxParallel_10(TxParallel_10));
    PISO PISO(.BitCLK(BitCLK), .Reset(Reset), .Serial(Serial), .TxParallel_10(TxParallel_10));
    SIPO SIPO(.BitCLK(BitCLK), .Reset(Reset), .Serial(Serial), .RxParallel_10(RxParallel_10));
    decoder decoder(.BitCLK_10(BitCLK_10), .Reset(Reset), .RxParallel_10(RxParallel_10), .RxDataK(RxDataK), .RxParallel_8(RxParallel_8), .Decode_Error(Decode_Error), .Disparity_Error(Disparity_Error));
endmodule
module PISO(
  input wire[9:0] TxParallel_10,
  input wire BitCLK,
  input wire Reset,
  output wire Serial
  );
reg[9:0] temp_reg;   
reg [3:0] bit_count;  
always @(posedge BitCLK or negedge Reset) begin
  if(!Reset)begin
      temp_reg<=10'b0;
      bit_count<=0;
  end 
  else begin
      if (bit_count == 0) begin
      temp_reg<=TxParallel_10; 
      bit_count<=9;     
      end
      else begin
      temp_reg<=temp_reg>>1;
      bit_count<=bit_count-1;
      end
  end
end
assign Serial = temp_reg[0];
endmodule
module encoder (
    input BitCLK_10,
    input Reset,
    input TxDataK,
    input [7:0] TxParallel_8,
    output reg [9:0] TxParallel_10
);
reg disparity;
reg [5:0] TxParallel_6;
reg [3:0] TxParallel_4;
always @(posedge BitCLK_10 or negedge Reset) begin
    if(!Reset) begin
        TxParallel_10 <= 0;
    end else begin
        TxParallel_10 <= {TxParallel_4, TxParallel_6};
    end
end
always @(*) begin
    TxParallel_6 = 0;
    if (disparity) begin
        case (TxParallel_8[4:0])
            5'h00: TxParallel_6 = 6'h06;
            5'h01: TxParallel_6 = 6'h11;
            5'h02: TxParallel_6 = 6'h12;
            5'h03: TxParallel_6 = 6'h23;
            5'h04: TxParallel_6 = 6'h14;
            5'h05: TxParallel_6 = 6'h25;
            5'h06: TxParallel_6 = 6'h26;
            5'h07: TxParallel_6 = 6'h38;
            5'h08: TxParallel_6 = 6'h18;
            5'h09: TxParallel_6 = 6'h29;
            5'h0A: TxParallel_6 = 6'h2A;
            5'h0B: TxParallel_6 = 6'h0B;
            5'h0C: TxParallel_6 = 6'h2C;
            5'h0D: TxParallel_6 = 6'h0D;
            5'h0E: TxParallel_6 = 6'h0E;
            5'h0F: TxParallel_6 = 6'h05;
            5'h10: TxParallel_6 = 6'h09;
            5'h11: TxParallel_6 = 6'h31;
            5'h12: TxParallel_6 = 6'h32;
            5'h13: TxParallel_6 = 6'h13;
            5'h14: TxParallel_6 = 6'h34;
            5'h15: TxParallel_6 = 6'h15;
            5'h16: TxParallel_6 = 6'h16;
            5'h17: TxParallel_6 = 6'h28;
            5'h18: TxParallel_6 = 6'h0C;
            5'h19: TxParallel_6 = 6'h19;
            5'h1A: TxParallel_6 = 6'h1A;
            5'h1B: TxParallel_6 = 6'h24;
            5'h1C: begin
                if (TxDataK)
                    TxParallel_6 = 6'h03;
                else
                    TxParallel_6 = 6'h1C;
            end
            5'h1D: TxParallel_6 = 6'h22;
            5'h1E: TxParallel_6 = 6'h21;
            5'h1F: TxParallel_6 = 6'h0A;
            default: TxParallel_6 = 0;
        endcase
    end else begin
        case (TxParallel_8[4:0])
            5'h00: TxParallel_6 = 6'h39;
            5'h01: TxParallel_6 = 6'h2E;
            5'h02: TxParallel_6 = 6'h2D;
            5'h03: TxParallel_6 = 6'h23;
            5'h04: TxParallel_6 = 6'h2B;
            5'h05: TxParallel_6 = 6'h25;
            5'h06: TxParallel_6 = 6'h26;
            5'h07: TxParallel_6 = 6'h07;
            5'h08: TxParallel_6 = 6'h27;
            5'h09: TxParallel_6 = 6'h29;
            5'h0A: TxParallel_6 = 6'h2A;
            5'h0B: TxParallel_6 = 6'h0B;
            5'h0C: TxParallel_6 = 6'h2C;
            5'h0D: TxParallel_6 = 6'h0D;
            5'h0E: TxParallel_6 = 6'h0E;
            5'h0F: TxParallel_6 = 6'h3A;
            5'h10: TxParallel_6 = 6'h36;
            5'h11: TxParallel_6 = 6'h31;
            5'h12: TxParallel_6 = 6'h32;
            5'h13: TxParallel_6 = 6'h13;
            5'h14: TxParallel_6 = 6'h34;
            5'h15: TxParallel_6 = 6'h15;
            5'h16: TxParallel_6 = 6'h16;
            5'h17: TxParallel_6 = 6'h17;
            5'h18: TxParallel_6 = 6'h33;
            5'h19: TxParallel_6 = 6'h19;
            5'h1A: TxParallel_6 = 6'h1A;
            5'h1B: TxParallel_6 = 6'h1B;
            5'h1C: begin
                if (TxDataK)
                    TxParallel_6 = 6'h3C;
                else
                    TxParallel_6 = 6'h1C;
            end
            5'h1D: TxParallel_6 = 6'h1D;
            5'h1E: TxParallel_6 = 6'h1E;
            5'h1F: TxParallel_6 = 6'h35;
            default: TxParallel_6 = 0;
        endcase
    end
end
always @(*) begin
    TxParallel_4 = 0;
    if (TxDataK) begin
        if (disparity) begin
            case (TxParallel_8[7:5])
                3'h0: TxParallel_4 = 4'hD;
                3'h1: TxParallel_4 = 4'h6;
                3'h2: TxParallel_4 = 4'h5;
                3'h3: TxParallel_4 = 4'h3;
                3'h4: TxParallel_4 = 4'hB;
                3'h5: TxParallel_4 = 4'hA;
                3'h6: TxParallel_4 = 4'h9;
                3'h7: TxParallel_4 = 4'hE;
                default: TxParallel_4 = 0;
            endcase
        end else begin
            case (TxParallel_8[7:5])
                3'h0: TxParallel_4 = 4'h2;
                3'h1: TxParallel_4 = 4'h9;
                3'h2: TxParallel_4 = 4'hA;
                3'h3: TxParallel_4 = 4'hC;
                3'h4: TxParallel_4 = 4'h4;
                3'h5: TxParallel_4 = 4'h5;
                3'h6: TxParallel_4 = 4'h6;
                3'h7: TxParallel_4 = 4'h1;
                default: TxParallel_4 = 0;
            endcase
        end
    end else begin
        if ((^TxParallel_6) ^ disparity) begin
            case (TxParallel_8[7:5])
                3'h0: TxParallel_4 = 4'hD;
                3'h1: TxParallel_4 = 4'h9;
                3'h2: TxParallel_4 = 4'hA;
                3'h3: TxParallel_4 = 4'h3;
                3'h4: TxParallel_4 = 4'hB;
                3'h5: TxParallel_4 = 4'h5;
                3'h6: TxParallel_4 = 4'h6;
                3'h7: begin
                    if (TxParallel_8[4:0] == 17 || TxParallel_8[4:0] == 18 || TxParallel_8[4:0] == 20)
                        TxParallel_4 = 4'hE;
                    else
                        TxParallel_4 = 4'h7;
                end
                default: TxParallel_4 = 0;
            endcase
        end else begin
            case (TxParallel_8[7:5])
                3'h0: TxParallel_4 = 4'h2;
                3'h1: TxParallel_4 = 4'h9;
                3'h2: TxParallel_4 = 4'hA;
                3'h3: TxParallel_4 = 4'hC;
                3'h4: TxParallel_4 = 4'h4;
                3'h5: TxParallel_4 = 4'h5;
                3'h6: TxParallel_4 = 4'h6;
                3'h7: begin
                    if (TxParallel_8[4:0] == 11 || TxParallel_8[4:0] == 13 || TxParallel_8[4:0] == 14)
                        TxParallel_4 = 4'h1; 
                    else
                        TxParallel_4 = 4'h8;
                end
                default: TxParallel_4 = 0;
            endcase
        end
    end
end
always @(posedge BitCLK_10, negedge Reset) begin
    if (!Reset) begin
        disparity <= 0;
    end else begin
        if (!((^TxParallel_6) ^ (^TxParallel_4))) begin
            disparity <= disparity + 1;
        end
    end
end
endmodule
```
**flow/run.sh**
```bash
#!/bin/bash
# OpenROAD 26Q1-2900-gdf79404cd8, Yosys 0.63+post, stock flow scripts
make -C /OpenROAD-flow-scripts/flow DESIGN_CONFIG=/design/flow/config.mk WORK_HOME=/design/flow/orfs finish
```
==> Table 3: Implementation characteristics <==
Physical design parameters

Parameter                              Value

Status
  Run status    did not finish
  Last stage    global routing (5_1_grt)
  Error message    [ERROR GRT-0116] Global routing finished with congestion. Check the congestion regions in the DRC Viewer.

Die
  Die extent in x    slightly above 100 microns
  Io pins    23
  Starting density of the core    0.5253
  Standard-cell row count    35
  Die extent in y    a little over 100 microns

Placement
  Post-Place Setup Slack    -2.376 ns
  Detailed placer's ending HPWL    approximately 8000 microns
  Cell area after placement    0.005964 sq mm
  Number of port buffers    21
  Weighted congestion at the end of routability-driven global placement    between 0.8 and 0.9

Logic synthesis
  Post-synthesis async set-or-reset flop share    1.000
  Chip area from the yosys synthesis statistics    0.004946 sq mm
  Number of storage elements in the synthesis netlist    ~69
  Syn. warnings    4
  Library cells used by synthesis    80
  Synthesized instance count    between 500 and 600
  Seq/Total Area, Yosys    0.3514
  Number of flops mapped to enable cells by yosys    0
  Mean post-synth cell area    around 9 sq um
  Yosys cell count    around 550
  Mapped cell area    just under 0.005 sq mm
  Primary FF master, synth    dfrtp_1

Clocking
  CTS sink count    69
  Hold-fix buffers, CTS    0

Global route
  Largest net degree at the start of global routing    30

Timing
  Worst-path endpoint category    register data pin
  Worst-slack endpoint at the end of global-route timing repair    decoder.Disparity_Error$_DFF_PN0_/D
timing repair:
action                                  in CTS
gates cloned                                 1
gates resized                               49
endpoints found under the setup margin      14
buffers inserted                            46
pin swaps                                   21
synthesized netlist by cell type, types with 4 or more instances:
| cell | count | area [sq um] |
|---|---|---|
| nor2_1 | 29 | 108.9 |
| a221oi_1 | 5 | 43.79 |
| nand3_1 | 13 | 65.06 |
| buf_2 | 10 | 50.05 |
| nor4_1 | 6 | 37.54 |
| nand2b_1 | 9 | 56.30 |
| nor2b_1 | 4 | 25.02 |
| o21ai_0 | 50 | 250.2 |
| a211oi_1 | 5 | 37.54 |
| xnor2_1 | 15 | 131.4 |
| o21bai_1 | 5 | 37.54 |
| a31oi_1 | 7 | 43.79 |
| dfstp_2 | 9 | 236.5 |
| clkbuf_1 | 17 | 63.81 |
| nor3_1 | 11 | 55.05 |
| fa_1 | 7 | 140.1 |
| buf_6 | 4 | 45.04 |
| buf_1 | 5 | 18.77 |
| o22ai_1 | 4 | 25.02 |
| inv_1 | 36 | 135.1 |
| mux2i_1 | 8 | 80.08 |
| ha_1 | 25 | 312.8 |
| mux2_2 | 11 | 123.9 |
| dfrtp_1 | 60 | 1501 |
| a21oi_1 | 45 | 225.2 |
| o21ai_1 | 4 | 20.02 |
| a311oi_1 | 4 | 35.03 |
| nand2_1 | 46 | 172.7 |
| a21o_1 | 4 | 30.03 |
| xor2_1 | 10 | 87.58 |
per-stage QoR:
step	std cells	power, mW	hold WS (ns)
CTS	822	22.25	0.3511
detailed placement	760	18.96	0.3347
global placement	760	18.73	0.3365
floorplan	548	12.77	0.3312
kinds of logic after synthesis:
| kind of cell | count (synthesis) | synth area share |
|---|---|---|
| AND-OR/OR-AND | 171 | 0.2264 |
| XOR/XNOR | 31 | 0.06653 |
| adder cells (fa/ha/maj) | 33 | 0.09360 |
| buffers and inverters | 79 | 0.06931 |
| flip-flops | 69 | 0.3514 |
| multiplexers | 20 | 0.04579 |
| AND/OR/NAND/NOR | 145 | 0.1470 |
Power is estimated from default activity; no workload was simulated.
